==> design.v <==
`timescale 1ns / 1ps
module encoder_8b10b (
    input  wire        clk,
    input  wire        rst_n,
    input  wire        in_valid,
    input  wire [7:0]  din,
    input  wire        in_k,
    output reg  [9:0]  dout,
    output reg         dout_valid,
    output reg         rd_out
);
    wire [4:0] five  = din[7:3];
    wire [2:0] three = din[2:0];
    reg [5:0] code6_pos, code6_neg;
    reg [3:0] code4_pos, code4_neg;
    reg       disp6_pos, disp6_neg;
    reg       disp4_pos, disp4_neg;
    reg current_rd;
    reg [9:0] chosen_code;
    integer net_disp;
    task table_5b6b(
        input  [4:0] d5,
        output [5:0] cpos, output [5:0] cneg,
        output       dpos, output       dneg
    );
        begin
            cpos = 6'b000000; cneg = 6'b000000; dpos = 0; dneg = 0;
            case (d5)
                5'b00000: begin cpos=6'b100111; cneg=6'b011000; dpos=1; dneg=0; end
                5'b00001: begin cpos=6'b011101; cneg=6'b100010; dpos=1; dneg=0; end
                5'b00010: begin cpos=6'b101101; cneg=6'b010010; dpos=1; dneg=0; end
                5'b00011: begin cpos=6'b011001; cneg=6'b100110; dpos=0; dneg=1; end
                5'b00100: begin cpos=6'b110101; cneg=6'b001010; dpos=1; dneg=0; end
                5'b00101: begin cpos=6'b101001; cneg=6'b010110; dpos=0; dneg=1; end
                5'b00110: begin cpos=6'b011101; cneg=6'b100010; dpos=1; dneg=0; end
                5'b00111: begin cpos=6'b010011; cneg=6'b101100; dpos=0; dneg=1; end
                5'b01000: begin cpos=6'b110011; cneg=6'b001100; dpos=0; dneg=1; end
                5'b01001: begin cpos=6'b100101; cneg=6'b011010; dpos=1; dneg=0; end
                5'b01010: begin cpos=6'b010101; cneg=6'b101010; dpos=0; dneg=1; end
                5'b01011: begin cpos=6'b110001; cneg=6'b001110; dpos=0; dneg=1; end
                5'b01100: begin cpos=6'b101011; cneg=6'b010100; dpos=1; dneg=0; end
                5'b01101: begin cpos=6'b011011; cneg=6'b100100; dpos=0; dneg=1; end
                5'b01110: begin cpos=6'b111001; cneg=6'b000110; dpos=0; dneg=1; end
                5'b01111: begin cpos=6'b110100; cneg=6'b001011; dpos=0; dneg=1; end
                5'b10000: begin cpos=6'b101111; cneg=6'b010000; dpos=1; dneg=0; end
                5'b10001: begin cpos=6'b100011; cneg=6'b011100; dpos=0; dneg=1; end
                5'b10010: begin cpos=6'b010011; cneg=6'b101100; dpos=0; dneg=1; end
                5'b10011: begin cpos=6'b110111; cneg=6'b001000; dpos=1; dneg=0; end
                5'b10100: begin cpos=6'b110101; cneg=6'b001010; dpos=1; dneg=0; end
                5'b10101: begin cpos=6'b101001; cneg=6'b010110; dpos=0; dneg=1; end
                5'b10110: begin cpos=6'b011101; cneg=6'b100010; dpos=1; dneg=0; end
                5'b10111: begin cpos=6'b010111; cneg=6'b101000; dpos=0; dneg=1; end
                5'b11000: begin cpos=6'b111011; cneg=6'b000100; dpos=1; dneg=0; end
                5'b11001: begin cpos=6'b100111; cneg=6'b011000; dpos=1; dneg=0; end
                5'b11010: begin cpos=6'b010111; cneg=6'b101000; dpos=0; dneg=1; end
                5'b11011: begin cpos=6'b110011; cneg=6'b001100; dpos=0; dneg=1; end
                5'b11100: begin cpos=6'b101011; cneg=6'b010100; dpos=1; dneg=0; end
                5'b11101: begin cpos=6'b011011; cneg=6'b100100; dpos=0; dneg=1; end
                5'b11110: begin cpos=6'b111001; cneg=6'b000110; dpos=0; dneg=1; end
                5'b11111: begin cpos=6'b011111; cneg=6'b100000; dpos=0; dneg=1; end
            endcase
        end
    endtask
    task table_3b4b(
        input  [2:0] d3,
        output [3:0] cpos, output [3:0] cneg,
        output       dpos, output       dneg
    );
        begin
            cpos = 4'b0000; cneg = 4'b0000; dpos = 0; dneg = 0;
            case (d3)
                3'b000: begin cpos=4'b1011; cneg=4'b0100; dpos=1; dneg=0; end
                3'b001: begin cpos=4'b1001; cneg=4'b0110; dpos=1; dneg=0; end
                3'b010: begin cpos=4'b0101; cneg=4'b1010; dpos=0; dneg=1; end
                3'b011: begin cpos=4'b1100; cneg=4'b0011; dpos=0; dneg=1; end
                3'b100: begin cpos=4'b1101; cneg=4'b0010; dpos=1; dneg=0; end
                3'b101: begin cpos=4'b1010; cneg=4'b0101; dpos=0; dneg=1; end
                3'b110: begin cpos=4'b0110; cneg=4'b1001; dpos=0; dneg=1; end
                3'b111: begin cpos=4'b1110; cneg=4'b0001; dpos=1; dneg=0; end
            endcase
        end
    endtask
    function integer disp10_val;
        input [9:0] c10;
        integer ones, i;
        begin
            ones = 0;
            for (i = 0; i < 10; i = i + 1)
                ones = ones + c10[i];
            disp10_val = ones - (10 - ones);
        end
    endfunction
    localparam [9:0] K28_5_RD_NEG = 10'b0011111010;
    localparam [9:0] K28_5_RD_POS = 10'b1100000101;
    always @(*) begin
        table_5b6b(five, code6_pos, code6_neg, disp6_pos, disp6_neg);
        table_3b4b(three, code4_pos, code4_neg, disp4_pos, disp4_neg);
        if (!in_k) begin
            if (current_rd == 1'b0)
                chosen_code = {code6_pos, code4_pos};
            else
                chosen_code = {code6_neg, code4_neg};
        end else begin
            if (din == 8'hBC)
                chosen_code = (current_rd == 1'b0) ? K28_5_RD_POS : K28_5_RD_NEG;
            else
                chosen_code = {code6_pos, code4_pos};
        end
    end
    always @(posedge clk or negedge rst_n) begin
        if (!rst_n) begin
            dout       <= 0;
            dout_valid <= 0;
            current_rd <= 0;
            rd_out     <= 0;
        end else begin
            if (in_valid) begin
                dout       <= chosen_code;
                dout_valid <= 1;
                net_disp = disp10_val(chosen_code);
                if (net_disp > 0)      current_rd <= 1'b1;
                else if (net_disp < 0) current_rd <= 1'b0;
                rd_out <= current_rd;
            end else begin
                dout_valid <= 0;
            end
        end
    end
endmodule
`timescale 1ns / 1ps
module phy_tx_top (
    input  wire        clk,
    input  wire        rst_n,
    input  wire [7:0]  data_in,
    input  wire        data_valid,
    input  wire        is_control,
    input  wire        com,
    output wire [7:0]  scrambled_byte,
    output wire        scrambled_valid,
    output wire [9:0]  encoded_symbol,
    output wire        encoded_valid,
    output wire        rd_out
);
    wire [7:0] scr_out;
    scrambler_byte u_scrambler (
        .clk(clk),
        .rst_n(rst_n),
        .data_in(data_in),
        .data_valid(data_valid),
        .is_control(is_control),
        .com(com),
        .data_out(scr_out)
    );
    assign scrambled_byte  = scr_out;
    assign scrambled_valid = data_valid;
    encoder_8b10b u_encoder (
        .clk(clk),
        .rst_n(rst_n),
        .in_valid(scrambled_valid),
        .din(scrambled_byte),
        .in_k(is_control),
        .dout(encoded_symbol),
        .dout_valid(encoded_valid),
        .rd_out(rd_out)
    );
endmodule
`timescale 1ns / 1ps
module scrambler_byte (
    input  wire        clk,
    input  wire        rst_n,
    input  wire [7:0]  data_in,
    input  wire        data_valid,
    input  wire        is_control,
    input  wire        com,
    output reg  [7:0]  data_out
);
    reg [15:0] lfsr;
    reg [15:0] next_lfsr;
    reg [7:0]  scrambled;
    integer i;
    always @(*) begin
        next_lfsr = lfsr;
        scrambled = data_in;
        if (data_valid && com && !is_control) begin
            for (i = 0; i < 8; i = i + 1) begin
                scrambled[i] = data_in[i] ^ next_lfsr[15];
                next_lfsr = {
                    next_lfsr[14:0],
                    next_lfsr[15] ^ next_lfsr[4] ^ next_lfsr[3] ^ next_lfsr[2]
                };
            end
        end
    end
    always @(posedge clk or negedge rst_n) begin
        if (!rst_n) begin
            lfsr     <= 16'hFFFF;
            data_out <= 8'h00;
        end else if (data_valid) begin
            data_out <= scrambled;
            if (com && !is_control)
                lfsr <= next_lfsr;
        end
    end
endmodule
==> run.sh <==
#!/bin/bash
# OpenROAD 26Q1-2900-gdf79404cd8, Yosys 0.63+post, stock flow scripts
make -C /OpenROAD-flow-scripts/flow DESIGN_CONFIG=/design/flow/config.mk WORK_HOME=/design/flow/orfs finish
==> config.mk <==
export PLATFORM = sky130hd
export DESIGN_NAME = phy_tx_top
export DESIGN_NICKNAME = phy_tx_top
export VERILOG_FILES = /design/flow/design.v
export SDC_FILE = /design/flow/constraint.sdc
export NUM_CORES = 4
export LEC_CHECK = 1
export CORE_UTILIZATION = 30
==> constraint.sdc <==
current_design phy_tx_top

set clk_period 5.2
set clk_io_pct 0.2

create_clock -name clk0 -period $clk_period [get_ports {clk}]

set non_clock_inputs [all_inputs -no_clocks]
set_input_delay [expr $clk_period * $clk_io_pct] -clock clk0 $non_clock_inputs
set_output_delay [expr $clk_period * $clk_io_pct] -clock clk0 [all_outputs]
==> qor.txt <==
Ys async rst share -> 1.00
Crit Path Class -> in -> reg
Die Ht -> 98.3 um
Routed wl met3 -> 217 um
Crit end category -> flip-flop
Ys Warns -> 2
Global-route wire length before repair -> 10.0 mm
Routed via count -> 2154
Die Wd -> 98.3 um
Top cells, area -> dfrtp_1 (19%), dfstp_2 (15%), ha_1 (6.3%)
Reg2Reg Setup Slack -> 170 ps
Clk_skew -> 8.97 ps
Max Root-Sink Buffers -> 2
MaxCap Viol Count -> 0
Drt total wl -> 6.01 mm
Initial DRC Count -> 58
Initial antenna violation count -> 0
Tcrit/Tclk final -> 0.988
WL met2 -> 2.93 mm
WL per Instance -> 13.3 um
CTS H-Tree Depth -> 2
Post-Layout Cell Count -> 453
Worst min path class -> reg -> reg
Yosys Chip Area -> 2780 um^2
Reg2reg start -> u_scrambler.data_out[1]
Gpl congestion -> 0.841
Top Ports -> 34
Worst slew margin -> 0.524
Row cnt -> 34
# placed instances -> 441
Number of enable flip-flop cells -> 0
Arr. time, crit path -> 5310 ps
Top Layer Used -> met4
Post-Syn Area -> 2780 um^2
TritonCTS Sinks -> 37
Fp_density -> 0.314
Number of global-route vias before repair -> 2036
Slowest stage cell, crit path -> fa_1
Crit path cell chain -> buf_8 -> inv_2 -> a31o_1 -> and2_4 -> o21ai_2 -> ha_1 -> inv_2 -> fa_1 -> fa_1 -> fa_1 -> inv_2 -> fa_2 -> inv_2 -> fa_1 -> ha_1 -> nor2_1 -> o21ai_0 -> a2111oi_4 -> nor2_1
Chip area -> 9660 um^2
Seq share, synth -> 0.340
TritonCTS clock tree -> yes
Crit path from -> is_control
Synth Flop Type -> dfrtp_1
Via/cell ratio -> 4.75
DPL Wire Length -> 4.45 mm
Total GRT Usage -> 0.130
Ant diodes -> 0
Post-route ant nets -> 0
Critical path endpoint -> u_encoder.current_rd
Area grow syn2layout -> 26.3%
FF-to-FF End -> u_encoder.current_rd
Cell Type Count -> 56
Fin. Hold Viols -> 0
CP max FO -> 3
Unrepaired setup endpoints after global routing -> true
Final setup viols -> 0
Min cycle time layout -> 5140 ps
Total grt overflow -> 0
Clock Latency Late Sink -> 290 ps
Critical Path Start Type -> input pin
Tightest Pin Transition -> 712 ps
Ys cells -> 293
Port bufs -> 33
Initial DRT Pass Iterations -> 15
Share of cells above drive strength 1 -> 0.255
Inserted Clock Buffers -> 5
Log Warnings -> 34
Data required time of the critical path -> 5370 ps
Root Driver -> clkbuf_8
Peak Freq -> 195 MHz
Instance tally after logic synthesis -> 293
Pin count of the biggest net entering global routing -> 38
FILL cells -> 876
Final slew viol count -> 0
Outcome -> complete, no violations
Area share, top type -> 0.189
Max stage delay on crit path -> 560 ps
Syn Area/Cell -> 9.49 um^2
Flops after synth -> 37
Core ar. -> 8850 um^2
Worst-path clk slew -> 80 ps
Hold_ws -> 480 ps
# DRC -> 0
Post-synth top area cell -> dfrtp_1
Met1 Wirelength -> 2.84 mm
Reg2Reg Depth -> 18
## metal layers
metal  vias up  track usage
met3         2       0.0167
li1       1098            -
met2        41        0.213
met1      1013        0.199
met4         0      0.00918
met5         -            0
## stage by stage
step	TNS, ps	setup WS [ps]	util	cell area (um^2)
final	0	62.9	0.397	3510
after global routing	-127	-127	0.397	3510
after detailed placement	-689	-689	0.376	3330
after floorplan	0	15.6	-	2790
after global placement	-612	-612	0.376	3330
after CTS	0	4.38	0.388	3430
## sequential cells by signal, summed over array words and instances (netlist names)
signal                cells
u_encoder.current_rd      1
u_encoder.dout           10
u_encoder.dout_valid      1
u_encoder.rd_out          1
u_scrambler.data_out      8
u_scrambler.lfsr         16
## cells by family after synthesis
logic type / after synthesis / synth area share
AND/OR/NAND/NOR: 82 / 0.133
AND-OR/OR-AND: 63 / 0.145
XOR/XNOR: 37 / 0.138
flip-flops: 37 / 0.340
buffers and inverters: 35 / 0.0585
adder cells (fa/ha/maj): 21 / 0.110
multiplexers: 18 / 0.0751
## Yosys cell counts (6+ instances only)
library cell / number
a21oi_1: 19
clkbuf_1: 7
dfrtp_1: 21
dfstp_2: 16
fa_1: 6
ha_1: 14
inv_1: 18
mux2_2: 10
nand2_1: 28
nand2b_1: 6
nor2_1: 29
o21ai_0: 14
xnor2_1: 17
xor2_1: 14
## worst min-delay path by stage
stage,depth (start not counted),start,endpoint
final,2,u_scrambler.lfsr[6],u_scrambler.lfsr[6]
after global routing,2,u_scrambler.lfsr[6],u_scrambler.lfsr[6]
after CTS,2,u_scrambler.lfsr[6],u_scrambler.lfsr[6]
## critical path, delay by kind of cell
kind                     cells  cell delay [ps]
buffers and inverters        5              260
AND-OR/OR-AND                4              860
adder cells (fa/ha/maj)      7             2800
AND/OR/NAND/NOR              3              340
## area by class of cell
cell class / count / area [um^2] / area share
timing repair buffer: 60 / 533 / 0.152
sequential: 37 / 947 / 0.270
inverter: 19 / 71.3 / 0.0203
clock inverter: 3 / 22.5 / 0.00641
multi-input combinational: 221 / 1730 / 0.494
clock buffer: 5 / 68.8 / 0.0196
tap: 108 / 135 / 0.0385
## layout by cell type (no fill, tap or decap), drive strengths merged, types with 6 or more instances in the layout
master / instances
a21oi: 20
buf: 29
clkdlybuf4s50: 31
dfrtp: 21
dfstp: 16
fa: 6
ha: 14
inv: 19
mux2: 13
nand2: 28
nand2b: 6
nor2: 29
o21ai: 19
xnor2: 21
xor2: 14
## what timing repair did
action	in CTS	in global routing
endpoints found under the setup margin	1	1
setup buffers	1	3
resized	2	20
gates cloned	0	0
pin swaps	3	11
hold buffers	0	0
